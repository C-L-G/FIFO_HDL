--- /design/flow/run.sh ---
#!/bin/bash
# OpenROAD 26Q1-2900-gdf79404cd8, Yosys 0.63+post, stock flow scripts
make -C /OpenROAD-flow-scripts/flow DESIGN_CONFIG=/design/flow/config.mk WORK_HOME=/design/flow/orfs finish
--- /design/flow/config.mk ---
export PLATFORM = sky130hd
export DESIGN_NAME = data_pipe_1ton
export DESIGN_NICKNAME = data_pipe_1ton
export VERILOG_FILES = /design/flow/design.v
export SDC_FILE = /design/flow/constraint.sdc
export NUM_CORES = 4
export LEC_CHECK = 1
export CORE_AREA = 10 10 84 84
export DIE_AREA = 0 0 94 94
--- /design/flow/constraint.sdc ---
current_design data_pipe_1ton

set clk_period 2.4
set clk_io_pct 0.2

create_clock -name clk0 -period $clk_period [get_ports {clock}]

set non_clock_inputs [all_inputs -no_clocks]
set_input_delay [expr $clk_period * $clk_io_pct] -clock clk0 $non_clock_inputs
set_output_delay [expr $clk_period * $clk_io_pct] -clock clk0 [all_outputs]
--- /design/flow/design.v ---
`timescale 1ns/1ps
module data_pipe_1ton #(
    parameter   DSIZE   = 1,
    parameter   NSIZE   = 8
)(
    input                           clock,
    input                           rst_n,
    input [DSIZE-1:0]               wr_data,
    input                           wr_vld,
    output logic                    wr_ready,
    input                           wr_align_last,
    output logic[DSIZE*NSIZE-1:0]   rd_data,
    output logic                    rd_vld,
    input                           rd_ready
);
logic[DSIZE*NSIZE-1:0]  cb_rd_data         ;
logic                   cb_rd_vld          ;
logic                   cb_rd_ready        ;
fifo_combin #(
    .DSIZE   (DSIZE     ),
    .NSIZE   (NSIZE     )
)fifo_combin_inst(
   .clock               (clock           ),
   .rst_n               (rst_n           ),
   .wr_data             (wr_data         ),
   .wr_vld              (wr_vld          ),
   .wr_ready            (wr_ready        ),
   .wr_align_last       (wr_align_last   ),
   .rd_data             (cb_rd_data      ),
   .rd_vld              (cb_rd_vld       ),
   .rd_ready            (cb_rd_ready     )
);
logic   fifo_empty;
logic   fifo_full;
fifo_hdl_verb #(
	.DSIZE		(DSIZE*NSIZE		),
	.DEPTH		(4     ),
	.ALMOST		(1      ),
	.DEF_VALUE	(0      ),
    .FIRST_WORD_FALL_THROUGH    ("ON")
)fifo_hdl_inst(
 	.wr_clk			(clock		),
 	.wr_rst_n       (rst_n		),
 	.wr_en          (cb_rd_vld   ),
 	.wr_data        (cb_rd_data ),
 	.wr_count       (           ),
 	.full           (fifo_full  ),
 	.almost_full    (           ),
 	.rd_clk			(clock		),
 	.rd_rst_n       (rst_n      ),
 	.rd_en          (rd_ready   ),
 	.rd_data        (rd_data    ),
 	.rd_count       (           ),
 	.empty          (fifo_empty ),
 	.almost_empty   (           )
);
assign  cb_rd_ready = !fifo_full;
assign  rd_vld      = !fifo_empty;
endmodule
`timescale 1ns/1ps
module fifo_combin #(
    parameter   DSIZE   = 1,
    parameter   NSIZE   = 8
)(
    input                           clock,
    input                           rst_n,
    input [DSIZE-1:0]               wr_data,
    input                           wr_vld,
    output logic                    wr_ready,
    input                           wr_align_last,
    output logic[DSIZE*NSIZE-1:0]   rd_data,
    output logic                    rd_vld,
    input                           rd_ready
);
localparam	RSIZE	= 	(NSIZE<16)?  4+1 :
						(NSIZE<32)?  5+1 :
      					(NSIZE<64)?  6+1 :
						(NSIZE<128)? 7+1 : 8+1;
reg [0:DSIZE*NSIZE*2-1]    shift_regs;
reg                shift_regs_vld;
reg [RSIZE-1:0]    point;
always@(posedge clock,negedge rst_n)begin
    if(~rst_n)  shift_regs  <= {(DSIZE*NSIZE){1'b0}};
    else begin
        shift_regs  <= shift_regs;
        if(wr_vld && wr_ready)
                shift_regs[point*DSIZE+:DSIZE] <= wr_data;
        else    shift_regs[point*DSIZE+:DSIZE] <= shift_regs[point*DSIZE+:DSIZE];
    end
end
always@(posedge clock,negedge rst_n)begin
    if(~rst_n)  point   <= {RSIZE{1'b0}};
    else begin
        if(wr_vld && wr_ready)begin
            if(wr_align_last)
                    point   <= {RSIZE{1'b0}};
            else begin
                if(point == NSIZE*2-1)
                        point   <= {RSIZE{1'b0}};
                else    point   <= point + 1'b1;
            end
        end else    point   <= point;
end end
assign #1 rd_vld       = shift_regs_vld;
always@(posedge clock,negedge rst_n)begin
    if(~rst_n)  wr_ready    <= 1'b0;
    else begin
        if(shift_regs_vld && !rd_ready)
                wr_ready    <= 1'b0;
        else    wr_ready    <= 1'b1;
    end
end
always@(posedge clock,negedge rst_n)begin
    if(~rst_n)  point   <= {NSIZE{1'b0}};
    else begin
        if(wr_vld && wr_ready && (point == NSIZE-1 || point == 2*NSIZE-1))
            shift_regs_vld  <= 1'b1;
        else if(rd_vld && rd_ready)
            shift_regs_vld  <= 1'b0;
        else
            shift_regs_vld  <= shift_regs_vld;
    end
end
always@(posedge clock,negedge rst_n)begin
    if(~rst_n)  rd_data   <= {(NSIZE*DSIZE){1'b0}};
    else begin
        if(wr_vld && wr_ready)begin
            if(point == NSIZE-1)
                    rd_data <= {shift_regs[0:NSIZE*DSIZE-1-DSIZE],wr_data};
            else if(point == 2*NSIZE-1)
                    rd_data <= {shift_regs[NSIZE*DSIZE:NSIZE*DSIZE*2-1-DSIZE],wr_data};
            else    rd_data <= rd_data;
        end else    rd_data <= rd_data;
    end
end
endmodule
`timescale 1ns/1ps
module fifo_hdl_verb #(
	parameter				DSIZE		= 8,
	parameter				DEPTH		= 16,
	parameter				ALMOST		= 3,
	parameter[DSIZE-1:0]	DEF_VALUE	= 0,
    parameter               FIRST_WORD_FALL_THROUGH = "ON"
)(
	input				wr_clk 			,
	input				wr_rst_n        ,
	input				wr_en           ,
	input [DSIZE-1:0]	wr_data         ,
	output[4:0]			wr_count        ,
	output				full            ,
	output				almost_full     ,
	input				rd_clk			,
	input				rd_rst_n        ,
	input				rd_en           ,
	output[DSIZE-1:0]	rd_data         ,
	output[4:0]			rd_count        ,
	output				empty           ,
	output				almost_empty
);
reg     inner_rd_en;
wire    rd_en_tri;
wire    buf_vld;
generate
if(FIRST_WORD_FALL_THROUGH=="ON")
    assign rd_en_tri = (rd_en && buf_vld) || inner_rd_en;
else
    assign rd_en_tri = rd_en;
endgenerate
localparam	RSIZE	= 	(DEPTH<16)?  4 :
						(DEPTH<32)?  5 :
      					(DEPTH<64)?  6 :
						(DEPTH<128)? 7 : 8;
reg	[RSIZE-1:0]	wr_point,rd_point;
wire	rst_n;
assign	rst_n	= wr_rst_n && rd_rst_n;
reg 	full_flag,empty_flag;
reg 	wr_step,rd_step;
reg [DEPTH-1:0]     rd_b_flag;
reg [DEPTH-1:0]     wr_b_flag;
always@(posedge wr_clk,negedge rst_n)begin
    if(~rst_n)  wr_b_flag   <= {DEPTH{1'b0}};
    else begin
        if(wr_en && !full_flag)begin
            if(wr_b_flag[wr_point] == rd_b_flag[wr_point])
                    wr_b_flag[wr_point] <= !wr_b_flag[wr_point];
            else    wr_b_flag[wr_point] <= wr_b_flag[wr_point];
        end else    wr_b_flag           <= wr_b_flag;
end end
always@(posedge rd_clk,negedge rst_n)begin
    if(~rst_n)  rd_b_flag   <= {DEPTH{1'b0}};
    else begin
        if(( rd_en_tri) && !empty_flag)begin
            if(rd_b_flag[rd_point] != wr_b_flag[rd_point])
                    rd_b_flag[rd_point] <= ~rd_b_flag[rd_point];
            else    rd_b_flag[rd_point] <= rd_b_flag[rd_point];
        end else    rd_b_flag           <= rd_b_flag;
end end
always@(posedge wr_clk,negedge rst_n)
	if(~rst_n)		wr_point	<= {RSIZE{1'b0}};
	else begin
		if(wr_en && !full_flag)begin
			if(wr_point == DEPTH-1)
					wr_point	<= {RSIZE{1'b0}};
			else	wr_point	<= wr_point + 1'b1;
		end else 	wr_point	<= wr_point;
	end
always@(posedge rd_clk,negedge rst_n)
	if(~rst_n)		rd_point	<= {RSIZE{1'b0}};
	else begin
		if(( rd_en_tri) && !empty_flag)begin
			if(rd_point == DEPTH-1)
					rd_point	<= {RSIZE{1'b0}};
			else	rd_point	<= rd_point + 1'b1;
		end else	rd_point	<= rd_point;
	end
always@(posedge wr_clk,negedge rst_n)
	if(~rst_n)		wr_step	<= 1'b0;
	else begin
		if(wr_point == DEPTH-1 && wr_en && !full_flag)
					wr_step	<= ~wr_step;
		else		wr_step	<= wr_step;
	end
always@(posedge rd_clk,negedge rst_n)
	if(~rst_n)		rd_step	<= 1'b0;
	else begin
		if(rd_point == DEPTH-1 && ( rd_en_tri) && !empty_flag)
					rd_step	<= ~rd_step;
		else		rd_step	<= rd_step;
	end
reg	[RSIZE-1:0]	next_wr_point;
always@(posedge wr_clk,negedge rst_n)
	if(~rst_n)		next_wr_point	<= {RSIZE{1'b0}}+1'b1;
	else begin
		if(wr_en &&   !full_flag)begin
			if(next_wr_point == DEPTH-1)
					next_wr_point	<= {RSIZE{1'b0}};
			else	next_wr_point	<= next_wr_point + 1'b1;
		end else 	next_wr_point	<= next_wr_point;
	end
reg	[RSIZE-1:0]	next_rd_point;
always@(posedge rd_clk,negedge rst_n)
	if(~rst_n)		next_rd_point	<= {RSIZE{1'b0}}+1'b1;
	else begin
		if(( rd_en_tri) &&   !empty_flag)begin
			if(next_rd_point == DEPTH-1)
					next_rd_point	<= {RSIZE{1'b0}};
			else	next_rd_point	<= next_rd_point + 1'b1;
		end else 	next_rd_point	<= next_rd_point;
	end
always@(posedge wr_clk,negedge rst_n)
	if(~rst_n)	full_flag	<= 1'b0;
    else begin
        if(wr_en && !full_flag)
                full_flag	<= wr_b_flag[next_wr_point] != rd_b_flag[next_wr_point];
        else    full_flag	<= wr_b_flag[wr_point] != rd_b_flag[wr_point];
    end
    always@(posedge rd_clk,negedge rst_n)
    	if(~rst_n)	empty_flag	<= 1'b1;
    	else begin
            if((rd_en_tri) && !empty_flag && FIRST_WORD_FALL_THROUGH=="ON")
                    empty_flag	<= rd_b_flag[next_rd_point] == wr_b_flag[next_rd_point];
         	else    empty_flag	<= rd_b_flag[rd_point] == wr_b_flag[rd_point];
        end
reg 	almost_full_flag,almost_empty_flag;
always@(posedge wr_clk,negedge rst_n)
	if(~rst_n)	almost_full_flag	<= 1'b0;
	else 		almost_full_flag	<= {wr_step^rd_step,wr_point} >= ((DEPTH-ALMOST) + rd_point);
always@(posedge rd_clk,negedge rst_n)
	if(~rst_n)	almost_empty_flag	<= 1'b1;
	else 		almost_empty_flag	<= {wr_step^rd_step,wr_point} <= (ALMOST+rd_point);
reg [DSIZE-1:0]	data [DEPTH-1:0];
always@(posedge wr_clk,negedge rst_n)begin:MEM_BLOCK
integer	II;
	if(~rst_n)begin
		for(II=0;II<DEPTH;II=II+1)
			data[II]	<= DEF_VALUE;
	end else begin
		if(wr_en && !full_flag)
				data[wr_point]	<= wr_data;
		else	data[wr_point]	<= data[wr_point];
end end
reg [DSIZE-1:0]		rd_data_reg;
always@(posedge rd_clk,negedge rst_n)
	if(~rst_n)		rd_data_reg	<= DEF_VALUE;
	else
    	if(rd_en)
                rd_data_reg	<= data[rd_point];
        else    rd_data_reg <= rd_data_reg;
reg [4:0]	wr_cnt_reg,rd_cnt_reg;
always@(posedge wr_clk,negedge rst_n)
	if(~rst_n)	wr_cnt_reg	<= 5'd0;
	else if(full_flag)
				wr_cnt_reg	<= DEPTH;
	else if(wr_step^rd_step)
				wr_cnt_reg	<= (DEPTH+wr_point)-rd_point;
	else		wr_cnt_reg	<= wr_point - rd_point;
always@(posedge rd_clk,negedge rst_n)
	if(~rst_n)	rd_cnt_reg	<= 5'd0;
	else if(empty_flag)
				rd_cnt_reg	<= 5'd0;
	else if(wr_step^rd_step)
				rd_cnt_reg	<= (DEPTH+wr_point)-rd_point;
	else		rd_cnt_reg	<= wr_point - rd_point;
logic[DSIZE-1:0]        ff_rd_data;
logic                   ff_rd_data_vld;
logic[9-1:0]            ff_rd_count;
logic                   ff_empty;
logic                   first_ff_vld_exec;
always@(posedge rd_clk,negedge rst_n)
    if(~rst_n)      ff_rd_data_vld  <= 1'b0;
    else begin
        case({ff_rd_data_vld,rd_en,!empty_flag})
        3'b000: ff_rd_data_vld  <= 1'b0;
        3'b001: ff_rd_data_vld  <= 1'b1;
        3'b010: ff_rd_data_vld  <= 1'b0;
        3'b011: ff_rd_data_vld  <= 1'b1;
        3'b100: ff_rd_data_vld  <= 1'b1;
        3'b101: ff_rd_data_vld  <= 1'b1;
        3'b110: ff_rd_data_vld  <= 1'b0;
        3'b111: ff_rd_data_vld  <= 1'b1;
        default:ff_rd_data_vld  <= 1'b0;
        endcase
    end
always@(posedge rd_clk,negedge rst_n)
    if(~rst_n)      first_ff_vld_exec  <= 1'b0;
    else begin
        case({ff_rd_data_vld,rd_en,!empty_flag})
        3'b000: first_ff_vld_exec  <= first_ff_vld_exec;
        3'b001: first_ff_vld_exec  <= 1'b1;
        3'b010: first_ff_vld_exec  <= first_ff_vld_exec;
        3'b011: first_ff_vld_exec  <= 1'b1;
        3'b100: first_ff_vld_exec  <= 1'b1;
        3'b101: first_ff_vld_exec  <= 1'b1;
        3'b110: first_ff_vld_exec  <= first_ff_vld_exec;
        3'b111: first_ff_vld_exec  <= 1'b1;
        default:first_ff_vld_exec  <= first_ff_vld_exec;
        endcase
    end
always@(posedge rd_clk,negedge rst_n)
    if(~rst_n)      ff_empty  <= 1'b1;
    else begin
        case({ff_rd_data_vld,rd_en,!empty_flag})
        3'b000: ff_empty  <= ~(1'b0) || 1'b0 ;   
        3'b001: ff_empty  <= ~(1'b1) || 1'b1 ;   
        3'b010: ff_empty  <= ~(1'b0) || 1'b0 ;   
        3'b011: ff_empty  <= ~(1'b1) || 1'b1 ;   
        3'b100: ff_empty  <= ~(1'b1) || 1'b0 ;   
        3'b101: ff_empty  <= ~(1'b1) || 1'b0 ;   
        3'b110: ff_empty  <= ~(1'b0) || 1'b0 ;   
        3'b111: ff_empty  <= ~(1'b1) || 1'b0 ;   
        default:ff_empty  <= ~(1'b0) || 1'b0 ;   
        endcase
    end
always@(posedge rd_clk,negedge rst_n)
    if(~rst_n)      ff_rd_data  <= 1'b0;
    else begin
        case({ff_rd_data_vld,rd_en,!empty_flag})
        3'b000: ff_rd_data  <= ff_rd_data;
        3'b001: ff_rd_data  <= data[rd_point];
        3'b010: ff_rd_data  <= ff_rd_data;
        3'b011: ff_rd_data  <= data[rd_point];
        3'b100: ff_rd_data  <= ff_rd_data;
        3'b101: ff_rd_data  <= ff_rd_data;
        3'b110: ff_rd_data  <= ff_rd_data;
        3'b111: ff_rd_data  <= data[rd_point];
        default:ff_rd_data  <= ff_rd_data;
        endcase
    end
generate
if(FIRST_WORD_FALL_THROUGH == "ON")
always@(posedge rd_clk,negedge rst_n)
    if(~rst_n)      inner_rd_en  <= 1'b0;
    else begin
        case({ff_rd_data_vld,rd_en,!empty_flag})
        3'b000: inner_rd_en  <= 1'b0;
        3'b001: inner_rd_en  <= 1'b1;
        3'b010: inner_rd_en  <= 1'b0;
        3'b011: inner_rd_en  <= 1'b1;
        3'b100: inner_rd_en  <= 1'b0;
        3'b101: inner_rd_en  <= 1'b0;
        3'b110: inner_rd_en  <= 1'b0;
        3'b111: inner_rd_en  <= 1'b0;
        default:inner_rd_en  <= 1'b0;
        endcase
    end
else
assign inner_rd_en = rd_en;
endgenerate
assign	rd_data	= ff_rd_data;
assign buf_vld = ff_rd_data_vld;
assign	full		= full_flag;
assign	empty		= FIRST_WORD_FALL_THROUGH=="OFF"? empty_flag : ff_empty;
assign	almost_full	= almost_full_flag;
assign	almost_empty= almost_empty_flag;
assign	rd_data		= FIRST_WORD_FALL_THROUGH=="OFF"? rd_data_reg : ff_rd_data;
assign	wr_count	= wr_cnt_reg;
assign	rd_count	= rd_cnt_reg;
endmodule
==> impl_metrics.tcl <==
# collected from the flow reports
set metrics [dict create \
    crit_family "flip-flops" \
    core_area_um2 5200 \
    leakagePower_nw 0.478 \
    synth.distinct_cells 29 \
    grt_pass1_vias 532 \
    synth_warnings 13 \
    yosys_area_um2 932 \
    top_area_frac 0.376 \
    path_cells "inv_1 > clkdlybuf4s50_1" \
    worst-path-buf-inv 2 \
    die_y_um 94 \
    postSynthSeqShare 0.460 \
    arrival_ns 1.18 \
    dp.cells 152 \
    drive_gt1_frac 0.198 \
    wl_um 1480 \
    combGateArea_um2 437 \
    cts_root_buffer "clkbuf_8" \
    clock-sinks 17 \
    fin_cells 156 \
    crit_type "flop to output port" \
    fin_util 0.206 \
    fin_tns_setup_ns 0 \
    row_count 26 \
    setup_ws_ns 0.737 \
    vias 535 \
    antenna_left 0 \
    io_buffers 4 \
    dr.pass1.iters 3 \
    clock_skew_ns 0.00104 \
    fp_util 0.179 \
    routabilityCongestion 0.774 \
    postSynth.topFlopCell "dfrtp_1" \
    yosys.cell_count.top_type "dfrtp_1" \
    post_cts_buffers 0 \
    dp_hpwl_um 1050 \
    cts_resized 0 \
    yosys.area.top_type "dfrtp_1" \
    maxCapViolCount 0 \
    setup_violations 0 \
    peakVddDrop_mv 0.297 \
    fp.dieW_um 94 \
    cp_slowest_cell "dfstp_2" \
    fa_ha_area_frac 0.0403 \
    cp_max_fo 1 \
    ys_sh_mux 0.156 \
    cts_tree "done" \
    rsz0062_at_grt "false" \
    warning_count 29 \
    clk_pin_slew_ns 0.07 \
    grt_antenna_before_repair 0 \
    required_ns 1.92 \
    grt_max_degree 18 \
    power_density_nw_per_um2 1100 \
    grtUsageTotal 0.0354 \
    drt_iter0_markers 41 \
    aoi_share 0.0872 \
    syn-mean-instance-area_um2 11.7 \
    drc_errors 0 \
    dpl_worst_slack_ns 0.545 \
    synth-xor-area-share 0.0282 \
    period_used_share 0.693 \
    synthTopCellsByCount "dfrtp_1, buf_4, inv_1" \
    dpl_cell_area_um2 1020 \
    ys.flops 17 \
    fillers 570 \
    dieArea_um2 8840 \
    hold_viol 0 \
    cts_buffer_depth 2 \
    area_delta_synth_final_pct 14.8 \
    wl_per_cell_um 9.51 \
    endpoint_kind "output port" \
    io_pins 16 \
    hold_path.class "flop to flop" \
    simple_gate_area_frac 0.121 \
    regArea_um2 429 \
    fmax_ghz 0.601 \
    postLayoutCellArea_um2 1070 \
    cp_slowest_stage_delay_ns 0.51 \
    yosysCellCount 80 \
    vias_per_cell 3.43 \
    maxSlewViolCount 0 \
    top_cells_by_area "dfrtp_1, dfstp_2, buf_4" \
    status "completed" \
    grt_pass1_wl_um 2540 \
    antennaDiodeCount 0 \
    grt-ovfl-total 0 \
    critPathLaunchType "flop" \
    htreeDepth 1 \
    async_reset_ff_frac 1.00 \
    synthCells 80 \
    ys_top_logic_family "multiplexers" \
    edf_count 0 \
    period_needed_ns 1.66 \
    cts_hold_buf 0 \
    clk_latency_ns 0.25 \
    netlist_area_um2 932 \
    cts_buffers 3 \
]
## sequential cells by signal, summed over array words and instances (netlist names)
register / cells
fifo_hdl_inst.rd_b_flag: 4
fifo_hdl_inst.rd_point: 4
fifo_hdl_inst.ff_rd_data_vld: 1
fifo_hdl_inst.ff_empty: 1
fifo_hdl_inst.inner_rd_en: 1
fifo_hdl_inst.next_rd_point: 4
fifo_combin_inst.wr_ready: 1
fifo_hdl_inst.empty_flag: 1
## where the power goes
| part | total, mW | leakage, nW | internal (mW) | switching, mW |
|---|---|---|---|---|
| Sequential | 0.522 | 0.210 | 0.401 | 0.121 |
| Combinational | 0.439 | 0.243 | 0.255 | 0.184 |
| Clock | 0.213 | 0.0255 | 0.115 | 0.0975 |
| Total | 1.17 | 0.478 | 0.771 | 0.402 |
## metal layers
metal | routed length [um] | vias to the layer above | global-route usage
li1 | - | 270 | -
met1 | 753 | 254 | 0.0527
met2 | 610 | 11 | 0.0461
met3 | 120 | 0 | 0.0194
met4 | 0 | 0 | 0
met5 | 0 | - | 0
## worst paths after layout
check	start	to	slack (ns)	depth (start not counted)
max in group asynchronous	rst_n	fifo_hdl_inst.next_rd_point[0]	1.59	2
worst min register to register	fifo_hdl_inst.next_rd_point[3]	fifo_hdl_inst.next_rd_point[3]	0.50	1
worst max register to register	fifo_hdl_inst.rd_point[0]	fifo_hdl_inst.rd_b_flag[0]	0.78	4
worst max-delay path	fifo_hdl_inst.ff_empty	rd_vld	0.74	2
worst min-delay path	fifo_hdl_inst.next_rd_point[3]	fifo_hdl_inst.next_rd_point[3]	0.50	1
min in group asynchronous	rst_n	fifo_hdl_inst.rd_point[0]	0.56	2
## placed cells by master, fill, tap and decap left out, types with 2 or more instances in the layout
cell type        count
a21boi_0             2
a21oi_1              3
a41oi_1              2
clkbuf_8             3
clkdlybuf4s50_1      4
conb_1               9
dfrtp_1             14
dfstp_2              3
ha_1                 3
inv_1                6
mux2_1               2
mux2_4               4
mux4_1               2
nand2_1              3
nand3_1              2
nor2_1               4
nor2b_1              2
nor3_1               3
nor3b_2              2
xor2_1               2
## final cells by class
type	count	area share
well taps	70	0.0819
flip-flops and latches	17	0.401
clock inverters	1	0.00468
multi-input cells	54	0.408
clock buffers	3	0.0386
inverters	6	0.0211
repair buffers	5	0.0444
## worst register-to-register path: stages (launching register included)
cell and delay [ns]:
dfrtp_1 0.47, inv_1 0.13, ha_1 0.37, nor4_1 0.35, a41oi_1 0.17
## cells by family (layout without fill, tap and decap cells)
kind of cell / Yosys count / in the layout
AND-OR/OR-AND: 11 / 11
XOR/XNOR: 3 / 3
adder cells (fa/ha/maj): 3 / 3
buffers and inverters: 16 / 15
flip-flops: 17 / 17
multiplexers: 9 / 9
other: 2 / 9
AND/OR/NAND/NOR: 19 / 19
## per-stage QoR
step	hold slack, ns	total power, mW
floorplan	0.184	0.868
global placement	0.481	0.962
detailed placement	0.482	0.962
CTS	0.496	1.19
global route	0.506	1.27
finish	0.495	1.17
Power figures rest on the tool's default switching activity, not on a simulated workload.
