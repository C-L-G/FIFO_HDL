--- flow/config.mk ---
export PLATFORM = sky130hd
export DESIGN_NAME = data_pipe_nto1
export DESIGN_NICKNAME = data_pipe_nto1
export VERILOG_FILES = /design/flow/design.v
export SDC_FILE = /design/flow/constraint.sdc
export NUM_CORES = 4
export LEC_CHECK = 1
export CORE_UTILIZATION = 40
--- flow/constraint.sdc ---
current_design data_pipe_nto1

set clk_period 3.2
set clk_io_pct 0.2

create_clock -name clk0 -period $clk_period [get_ports {clock}]

set non_clock_inputs [all_inputs -no_clocks]
set_input_delay [expr $clk_period * $clk_io_pct] -clock clk0 $non_clock_inputs
set_output_delay [expr $clk_period * $clk_io_pct] -clock clk0 [all_outputs]
--- flow/design.v ---
`timescale 1ns/1ps
module data_pipe_nto1 #(
    parameter   DSIZE   = 1,
    parameter   NSIZE   = 8
)(
    input                           clock,
    input                           rst_n,
    input [DSIZE*NSIZE-1:0]         wr_data,
    input                           wr_vld,
    output logic                    wr_ready,
    output logic[DSIZE-1:0]         rd_data,
    output logic                    rd_vld,
    input                           rd_ready
);
logic[NSIZE-1:0]   fifo_full;
logic[NSIZE-1:0]   fifo_empty;
logic[DSIZE-1:0]            ds_wr_data  [NSIZE-1:0];
logic[NSIZE-1:0]            ds_wr_vld;
logic[NSIZE-1:0]            ds_wr_en;
genvar KK;
generate
for(KK=0;KK<NSIZE;KK++)begin
fifo_hdl_verb #(
	.DSIZE		(DSIZE		),
	.DEPTH		(4     ),
	.ALMOST		(1      ),
	.DEF_VALUE	(0      ),
    .FIRST_WORD_FALL_THROUGH    ("ON")
)fifo_hdl_inst(
 	.wr_clk			(clock		),
 	.wr_rst_n       (rst_n		),
 	.wr_en          (wr_vld     ),
 	.wr_data        (wr_data[DSIZE*KK+:DSIZE]    ),
 	.wr_count       (           ),
 	.full           (fifo_full[KK]  ),
 	.almost_full    (           ),
 	.rd_clk			(clock		),
 	.rd_rst_n       (rst_n      ),
 	.rd_en          (ds_wr_en[KK]   ),
 	.rd_data        (ds_wr_data[KK] ),
 	.rd_count       (           ),
 	.empty          (fifo_empty[KK] ),
 	.almost_empty   (           )
);
assign ds_wr_vld[KK]    = !fifo_empty[KK];
end
endgenerate
assign wr_ready     = !fifo_full[0];
localparam	RSIZE	= 	(NSIZE<16)?  4 :
						(NSIZE<32)?  5 :
      					(NSIZE<64)?  6 :
						(NSIZE<128)? 7 : 8;
logic [RSIZE-1:0]       point;
logic                   en_point;
assign en_point = |(ds_wr_en & (~fifo_empty));
always@(posedge clock,negedge rst_n)
    if(~rst_n)  point   <= NSIZE-1;
    else begin
        if(en_point)begin
            if(point != {RSIZE{1'b0}})
                    point <= point - 1'b1;
            else    point <= NSIZE-1;
        end else    point <= point;
    end
logic   out_fifo_full;
logic   out_fifo_empty;
generate
for(KK=0;KK<NSIZE;KK++)
    assign ds_wr_en[KK]  = !out_fifo_full && (point==KK);
endgenerate
fifo_hdl_verb #(
	.DSIZE		(DSIZE		),
	.DEPTH		(4     ),
	.ALMOST		(1      ),
	.DEF_VALUE	(0      ),
    .FIRST_WORD_FALL_THROUGH    ("ON")
)fifo_hdl_inst_out(
 	.wr_clk			(clock		),
 	.wr_rst_n       (rst_n		),
 	.wr_en          (ds_wr_vld[point]    ),
 	.wr_data        (ds_wr_data[point]   ),
 	.wr_count       (           ),
 	.full           (out_fifo_full       ),
 	.almost_full    (           ),
 	.rd_clk			(clock		),
 	.rd_rst_n       (rst_n      ),
 	.rd_en          (rd_ready   ),
 	.rd_data        (rd_data    ),
 	.rd_count       (           ),
 	.empty          (out_fifo_empty ),
 	.almost_empty   (           )
);
assign rd_vld   = !out_fifo_empty;
endmodule
`timescale 1ns/1ps
module fifo_hdl_verb #(
	parameter				DSIZE		= 8,
	parameter				DEPTH		= 16,
	parameter				ALMOST		= 3,
	parameter[DSIZE-1:0]	DEF_VALUE	= 0,
    parameter               FIRST_WORD_FALL_THROUGH = "ON"
)(
	input				wr_clk 			,
	input				wr_rst_n        ,
	input				wr_en           ,
	input [DSIZE-1:0]	wr_data         ,
	output[4:0]			wr_count        ,
	output				full            ,
	output				almost_full     ,
	input				rd_clk			,
	input				rd_rst_n        ,
	input				rd_en           ,
	output[DSIZE-1:0]	rd_data         ,
	output[4:0]			rd_count        ,
	output				empty           ,
	output				almost_empty
);
reg     inner_rd_en;
wire    rd_en_tri;
wire    buf_vld;
generate
if(FIRST_WORD_FALL_THROUGH=="ON")
    assign rd_en_tri = (rd_en && buf_vld) || inner_rd_en;
else
    assign rd_en_tri = rd_en;
endgenerate
localparam	RSIZE	= 	(DEPTH<16)?  4 :
						(DEPTH<32)?  5 :
      					(DEPTH<64)?  6 :
						(DEPTH<128)? 7 : 8;
reg	[RSIZE-1:0]	wr_point,rd_point;
wire	rst_n;
assign	rst_n	= wr_rst_n && rd_rst_n;
reg 	full_flag,empty_flag;
reg 	wr_step,rd_step;
reg [DEPTH-1:0]     rd_b_flag;
reg [DEPTH-1:0]     wr_b_flag;
always@(posedge wr_clk,negedge rst_n)begin
    if(~rst_n)  wr_b_flag   <= {DEPTH{1'b0}};
    else begin
        if(wr_en && !full_flag)begin
            if(wr_b_flag[wr_point] == rd_b_flag[wr_point])
                    wr_b_flag[wr_point] <= !wr_b_flag[wr_point];
            else    wr_b_flag[wr_point] <= wr_b_flag[wr_point];
        end else    wr_b_flag           <= wr_b_flag;
end end
always@(posedge rd_clk,negedge rst_n)begin
    if(~rst_n)  rd_b_flag   <= {DEPTH{1'b0}};
    else begin
        if(( rd_en_tri) && !empty_flag)begin
            if(rd_b_flag[rd_point] != wr_b_flag[rd_point])
                    rd_b_flag[rd_point] <= ~rd_b_flag[rd_point];
            else    rd_b_flag[rd_point] <= rd_b_flag[rd_point];
        end else    rd_b_flag           <= rd_b_flag;
end end
always@(posedge wr_clk,negedge rst_n)
	if(~rst_n)		wr_point	<= {RSIZE{1'b0}};
	else begin
		if(wr_en && !full_flag)begin
			if(wr_point == DEPTH-1)
					wr_point	<= {RSIZE{1'b0}};
			else	wr_point	<= wr_point + 1'b1;
		end else 	wr_point	<= wr_point;
	end
always@(posedge rd_clk,negedge rst_n)
	if(~rst_n)		rd_point	<= {RSIZE{1'b0}};
	else begin
		if(( rd_en_tri) && !empty_flag)begin
			if(rd_point == DEPTH-1)
					rd_point	<= {RSIZE{1'b0}};
			else	rd_point	<= rd_point + 1'b1;
		end else	rd_point	<= rd_point;
	end
always@(posedge wr_clk,negedge rst_n)
	if(~rst_n)		wr_step	<= 1'b0;
	else begin
		if(wr_point == DEPTH-1 && wr_en && !full_flag)
					wr_step	<= ~wr_step;
		else		wr_step	<= wr_step;
	end
always@(posedge rd_clk,negedge rst_n)
	if(~rst_n)		rd_step	<= 1'b0;
	else begin
		if(rd_point == DEPTH-1 && ( rd_en_tri) && !empty_flag)
					rd_step	<= ~rd_step;
		else		rd_step	<= rd_step;
	end
reg	[RSIZE-1:0]	next_wr_point;
always@(posedge wr_clk,negedge rst_n)
	if(~rst_n)		next_wr_point	<= {RSIZE{1'b0}}+1'b1;
	else begin
		if(wr_en &&   !full_flag)begin
			if(next_wr_point == DEPTH-1)
					next_wr_point	<= {RSIZE{1'b0}};
			else	next_wr_point	<= next_wr_point + 1'b1;
		end else 	next_wr_point	<= next_wr_point;
	end
reg	[RSIZE-1:0]	next_rd_point;
always@(posedge rd_clk,negedge rst_n)
	if(~rst_n)		next_rd_point	<= {RSIZE{1'b0}}+1'b1;
	else begin
		if(( rd_en_tri) &&   !empty_flag)begin
			if(next_rd_point == DEPTH-1)
					next_rd_point	<= {RSIZE{1'b0}};
			else	next_rd_point	<= next_rd_point + 1'b1;
		end else 	next_rd_point	<= next_rd_point;
	end
always@(posedge wr_clk,negedge rst_n)
	if(~rst_n)	full_flag	<= 1'b0;
    else begin
        if(wr_en && !full_flag)
                full_flag	<= wr_b_flag[next_wr_point] != rd_b_flag[next_wr_point];
        else    full_flag	<= wr_b_flag[wr_point] != rd_b_flag[wr_point];
    end
    always@(posedge rd_clk,negedge rst_n)
    	if(~rst_n)	empty_flag	<= 1'b1;
    	else begin
            if((rd_en_tri) && !empty_flag && FIRST_WORD_FALL_THROUGH=="ON")
                    empty_flag	<= rd_b_flag[next_rd_point] == wr_b_flag[next_rd_point];
         	else    empty_flag	<= rd_b_flag[rd_point] == wr_b_flag[rd_point];
        end
reg 	almost_full_flag,almost_empty_flag;
always@(posedge wr_clk,negedge rst_n)
	if(~rst_n)	almost_full_flag	<= 1'b0;
	else 		almost_full_flag	<= {wr_step^rd_step,wr_point} >= ((DEPTH-ALMOST) + rd_point);
always@(posedge rd_clk,negedge rst_n)
	if(~rst_n)	almost_empty_flag	<= 1'b1;
	else 		almost_empty_flag	<= {wr_step^rd_step,wr_point} <= (ALMOST+rd_point);
reg [DSIZE-1:0]	data [DEPTH-1:0];
always@(posedge wr_clk,negedge rst_n)begin:MEM_BLOCK
integer	II;
	if(~rst_n)begin
		for(II=0;II<DEPTH;II=II+1)
			data[II]	<= DEF_VALUE;
	end else begin
		if(wr_en && !full_flag)
				data[wr_point]	<= wr_data;
		else	data[wr_point]	<= data[wr_point];
end end
reg [DSIZE-1:0]		rd_data_reg;
always@(posedge rd_clk,negedge rst_n)
	if(~rst_n)		rd_data_reg	<= DEF_VALUE;
	else
    	if(rd_en)
                rd_data_reg	<= data[rd_point];
        else    rd_data_reg <= rd_data_reg;
reg [4:0]	wr_cnt_reg,rd_cnt_reg;
always@(posedge wr_clk,negedge rst_n)
	if(~rst_n)	wr_cnt_reg	<= 5'd0;
	else if(full_flag)
				wr_cnt_reg	<= DEPTH;
	else if(wr_step^rd_step)
				wr_cnt_reg	<= (DEPTH+wr_point)-rd_point;
	else		wr_cnt_reg	<= wr_point - rd_point;
always@(posedge rd_clk,negedge rst_n)
	if(~rst_n)	rd_cnt_reg	<= 5'd0;
	else if(empty_flag)
				rd_cnt_reg	<= 5'd0;
	else if(wr_step^rd_step)
				rd_cnt_reg	<= (DEPTH+wr_point)-rd_point;
	else		rd_cnt_reg	<= wr_point - rd_point;
logic[DSIZE-1:0]        ff_rd_data;
logic                   ff_rd_data_vld;
logic[9-1:0]            ff_rd_count;
logic                   ff_empty;
logic                   first_ff_vld_exec;
always@(posedge rd_clk,negedge rst_n)
    if(~rst_n)      ff_rd_data_vld  <= 1'b0;
    else begin
        case({ff_rd_data_vld,rd_en,!empty_flag})
        3'b000: ff_rd_data_vld  <= 1'b0;
        3'b001: ff_rd_data_vld  <= 1'b1;
        3'b010: ff_rd_data_vld  <= 1'b0;
        3'b011: ff_rd_data_vld  <= 1'b1;
        3'b100: ff_rd_data_vld  <= 1'b1;
        3'b101: ff_rd_data_vld  <= 1'b1;
        3'b110: ff_rd_data_vld  <= 1'b0;
        3'b111: ff_rd_data_vld  <= 1'b1;
        default:ff_rd_data_vld  <= 1'b0;
        endcase
    end
always@(posedge rd_clk,negedge rst_n)
    if(~rst_n)      first_ff_vld_exec  <= 1'b0;
    else begin
        case({ff_rd_data_vld,rd_en,!empty_flag})
        3'b000: first_ff_vld_exec  <= first_ff_vld_exec;
        3'b001: first_ff_vld_exec  <= 1'b1;
        3'b010: first_ff_vld_exec  <= first_ff_vld_exec;
        3'b011: first_ff_vld_exec  <= 1'b1;
        3'b100: first_ff_vld_exec  <= 1'b1;
        3'b101: first_ff_vld_exec  <= 1'b1;
        3'b110: first_ff_vld_exec  <= first_ff_vld_exec;
        3'b111: first_ff_vld_exec  <= 1'b1;
        default:first_ff_vld_exec  <= first_ff_vld_exec;
        endcase
    end
always@(posedge rd_clk,negedge rst_n)
    if(~rst_n)      ff_empty  <= 1'b1;
    else begin
        case({ff_rd_data_vld,rd_en,!empty_flag})
        3'b000: ff_empty  <= ~(1'b0) || 1'b0 ;   
        3'b001: ff_empty  <= ~(1'b1) || 1'b1 ;   
        3'b010: ff_empty  <= ~(1'b0) || 1'b0 ;   
        3'b011: ff_empty  <= ~(1'b1) || 1'b1 ;   
        3'b100: ff_empty  <= ~(1'b1) || 1'b0 ;   
        3'b101: ff_empty  <= ~(1'b1) || 1'b0 ;   
        3'b110: ff_empty  <= ~(1'b0) || 1'b0 ;   
        3'b111: ff_empty  <= ~(1'b1) || 1'b0 ;   
        default:ff_empty  <= ~(1'b0) || 1'b0 ;   
        endcase
    end
always@(posedge rd_clk,negedge rst_n)
    if(~rst_n)      ff_rd_data  <= 1'b0;
    else begin
        case({ff_rd_data_vld,rd_en,!empty_flag})
        3'b000: ff_rd_data  <= ff_rd_data;
        3'b001: ff_rd_data  <= data[rd_point];
        3'b010: ff_rd_data  <= ff_rd_data;
        3'b011: ff_rd_data  <= data[rd_point];
        3'b100: ff_rd_data  <= ff_rd_data;
        3'b101: ff_rd_data  <= ff_rd_data;
        3'b110: ff_rd_data  <= ff_rd_data;
        3'b111: ff_rd_data  <= data[rd_point];
        default:ff_rd_data  <= ff_rd_data;
        endcase
    end
generate
if(FIRST_WORD_FALL_THROUGH == "ON")
always@(posedge rd_clk,negedge rst_n)
    if(~rst_n)      inner_rd_en  <= 1'b0;
    else begin
        case({ff_rd_data_vld,rd_en,!empty_flag})
        3'b000: inner_rd_en  <= 1'b0;
        3'b001: inner_rd_en  <= 1'b1;
        3'b010: inner_rd_en  <= 1'b0;
        3'b011: inner_rd_en  <= 1'b1;
        3'b100: inner_rd_en  <= 1'b0;
        3'b101: inner_rd_en  <= 1'b0;
        3'b110: inner_rd_en  <= 1'b0;
        3'b111: inner_rd_en  <= 1'b0;
        default:inner_rd_en  <= 1'b0;
        endcase
    end
else
assign inner_rd_en = rd_en;
endgenerate
assign	rd_data	= ff_rd_data;
assign buf_vld = ff_rd_data_vld;
assign	full		= full_flag;
assign	empty		= FIRST_WORD_FALL_THROUGH=="OFF"? empty_flag : ff_empty;
assign	almost_full	= almost_full_flag;
assign	almost_empty= almost_empty_flag;
assign	rd_data		= FIRST_WORD_FALL_THROUGH=="OFF"? rd_data_reg : ff_rd_data;
assign	wr_count	= wr_cnt_reg;
assign	rd_count	= rd_cnt_reg;
endmodule
--- flow/run.sh ---
#!/bin/bash
# OpenROAD 26Q1-2900-gdf79404cd8, Yosys 0.63+post, stock flow scripts
make -C /OpenROAD-flow-scripts/flow DESIGN_CONFIG=/design/flow/config.mk WORK_HOME=/design/flow/orfs finish
==> impl_metrics.yaml <==
# physical design summary
timing:
  clock_skew_ns: 0.02119
  max_slew_margin_pct: 53.67
  rsz0062_at_grt: "no"
  hold_viol_final: 0
  fmax_ghz: 0.3923
  tightest_slew_ns: 0.6924
  fin_crit_ns: 2.549
  setup-tns-final_ns: 0
  drv_slew: 0
  finalCritPeriodShare_pct: 79.66
  holdWs_ns: 0.05471
  fin_ws_ns: 0.6510
  setup_viol: 0
global_routing:
  grt_pass1_wl_um: 59370
  grtUsageTotal_pct: 15.63
  grt_pass1_vias: 12490
  antenna_found_initial: 0
  overflow: 0
  grtUsageMet1_pct: 23.96
  grt_use_met3_pct: 3.615
  grt_start_max_net_pins: 80
  grt_util_met2_pct: 23.88
  busiest_layer: "met1"
synth:
  yosys_most_used_dff: "dfrtp_1"
  edf_count: 0
  ys_warn_count: 4
  syn-cell-area_um2: 18210
  ys.flops: 310
  ys_seq_share_pct: 42.87
  yosys_area_um2: 18210
  async_flop_share_pct: 100.0
  syn_area_per_cell_um2: 10.17
  ys_types: 64
  synth_cells: 1790
  yosys-stat-cells: 1790
hold_path:
  min_path_type: "in2async"
clock_network:
  root_buffer: "clkbuf_16"
  cts.clk_slew.worst_paths_ns: 0.06
  numCtsBuffers: 38
  cts_tree: "built"
  htreeDepth: 2
  clk_latency_ns: 0.55
  clock_sinks: 310
  post_cts_buffers: 0
  cts_resized: 0
  clk_path_buf_depth: 3
  ctsHoldBuffers: 0
floorplanning:
  core_um2: 44510
  io_pins: 15
  rows: 77
  fp_util_pct: 40.91
  die_h_um: 215.4
  die_w_um: 215.4
  chipArea_um2: 46380
placed_design:
  port_buffers: 14
  hpwl_um: 23390
  dpl-instance-area_um2: 19040
  dp_slack_ns: 0.5545
  gp_congestion: 0.8647
  dp_cells: 2363
final_layout:
  register_area_um2: 7806
  fin_cells: 2433
  syn_to_final_growth_pct: 11.68
  drive_above_1_share_pct: 11.57
  nFillCells: 4049
  logic_area_um2: 9786
  fin_util_pct: 45.68
  design_area_um2: 20330
route:
  vias: 12850
  drtAntennaViolNets: 0
  diodes: 0
  drt-initial-drc-count: 773
  post_drt_wl_per_cell_um: 13.93
  viasPerCell: 5.281
  drt-total-wl_um: 33890
  drcViolationCount: 0
  drt_pass1_iterations: 5
flow_run:
  maxCapViolCount: 0
  warnings: 113
setup_path:
  cpPeakStageDelay_ns: 0.60
  crit_path_end_kind: "flop"
  crit_fanout: 12
  worstPathArrival_ns: 2.97
  cp_slowest_cell: "dfstp_2"
  cp.required_ns: 3.62
  cp-start-kind: "flop"
  path_class: "reg2reg"
  worstPathCellList: "ha_1, nor2b_1, a31oi_1, or2_1, or3_1, o41ai_1"
power:
  power.leakage_nw: 8.962
  max-vdd-ir-drop_mv: 0.5796
  power_mw: 18.97
  power_density_nw_per_um2: 932.7
status:
  status: "finished, final reports clean"
-- path summary, 6_finish.rpt --
check                                                   startpoint                               endpoint  slack (ns)  depth (start not counted)
setup / recovery                                          point[0]  genblk1[7].fifo_hdl_inst.rd_b_flag[0]        0.65                          6
hold / removal                                               rst_n   genblk1[0].fifo_hdl_inst.wr_point[2]        0.05                          1
setup reg to reg                                          point[0]  genblk1[7].fifo_hdl_inst.rd_b_flag[0]        0.65                          6
hold reg to reg            genblk1[1].fifo_hdl_inst.ff_rd_data_vld      genblk1[1].fifo_hdl_inst.ff_empty        0.46                          1
max in group asynchronous                                    rst_n      genblk1[2].fifo_hdl_inst.ff_empty        2.31                          2
min in group clk0          genblk1[1].fifo_hdl_inst.ff_rd_data_vld      genblk1[1].fifo_hdl_inst.ff_empty        0.46                          1
-- logic make-up (layout without fill, tap and decap cells) --
family / after synthesis / count (layout) / share of synthesized area [%]
xor gates and xnor gates: 127 / 127 / 6.109
buffers and inverters: 156 / 207 / 3.381
and+or+nand+nor: 619 / 619 / 15.98
adders and majority gates: 143 / 143 / 9.827
muxes: 120 / 120 / 10.55
AOI/OAI and AO/OA: 315 / 315 / 11.28
DFF: 310 / 310 / 42.87
-- power by group --
part	leakage, nW	switching [mW]	total [mW]	internal, mW
Combinational	4.46	4.07	7.69	3.62
Clock	0.622	1.71	4.35	2.64
Sequential	3.88	1.63	6.93	5.30
-- layer usage --
layer / wire (um) / share of wire, %
met1: 16530 / 49
met2: 15220 / 45
met5: 0 / 0
met3: 1564 / 4.6
met4: 576 / 1.7
-- cell usage after synthesis (16+ instances only) --
cell	instances	area [um^2]
a21o_1	20	150.1
a21oi_1	69	345.3
a222oi_1	18	180.2
clkbuf_1	39	146.4
dfrtp_1	271	6782
dfstp_2	39	1025
ha_1	143	1789
inv_1	105	394.1
mux2_2	31	349.1
mux2i_1	31	310.3
mux4_2	54	1216
nand2_1	224	840.8
nand2b_1	28	175.2
nand3_1	69	345.3
nand4_1	41	256.5
nor2_1	139	521.8
nor2b_1	27	168.9
nor3_1	30	150.1
o21ai_0	95	475.5
o31ai_1	21	157.7
o41ai_1	16	140.1
xnor2_1	85	744.5
xor2_1	42	367.9
-- worst max-delay path: cells and delay by family, from the launching register on --
family,cells,cell delay [ns]
simple gates,3,1.16
flops,1,0.60
compound gates,2,0.42
fa+ha+maj,1,0.25
-- flip-flops by register name, summed over array words and instances, names as in the netlist, 8 cells and up --
register / count
genblk1.fifo_hdl_inst.full_flag: 8
genblk1.fifo_hdl_inst.ff_rd_data_vld: 8
genblk1.fifo_hdl_inst.ff_rd_data: 8
genblk1.fifo_hdl_inst.wr_point: 32
genblk1.fifo_hdl_inst.data: 32
genblk1.fifo_hdl_inst.rd_point: 32
genblk1.fifo_hdl_inst.empty_flag: 8
genblk1.fifo_hdl_inst.ff_empty: 8
genblk1.fifo_hdl_inst.next_rd_point: 32
genblk1.fifo_hdl_inst.inner_rd_en: 8
genblk1.fifo_hdl_inst.wr_b_flag: 32
genblk1.fifo_hdl_inst.rd_b_flag: 32
genblk1.fifo_hdl_inst.next_wr_point: 32
-- layout make-up --
cell class | instances | area share (%)
clock inverters | 10 | 0.4984
clock buffers | 60 | 5.840
repair buffers | 32 | 1.563
inverters | 105 | 1.938
well taps | 592 | 3.643
multi-input cells | 1324 | 48.13
flip-flops and latches | 310 | 38.39
-- placed cells by master, fill, tap and decap left out, drive strengths merged, types with 9 or more instances in the layout --
| cell | synthesis | routed |
|---|---|---|
| dfrtp | 271 | 271 |
| nand2 | 224 | 224 |
| ha | 143 | 143 |
| nor2 | 141 | 141 |
| inv | 105 | 107 |
| o21ai | 100 | 100 |
| xnor2 | 85 | 85 |
| nand3 | 69 | 69 |
| a21oi | 69 | 69 |
| clkbuf | 39 | 60 |
| mux4 | 54 | 54 |
| xor2 | 42 | 42 |
| nand4 | 41 | 41 |
| dfstp | 39 | 39 |
| mux2 | 35 | 35 |
| mux2i | 31 | 31 |
| nor3 | 31 | 31 |
| nand2b | 28 | 28 |
| nor2b | 27 | 27 |
| o31ai | 21 | 21 |
| a21o | 20 | 20 |
| buf | 12 | 19 |
| a222oi | 18 | 18 |
| o41ai | 16 | 16 |
| a211oi | 13 | 13 |
| clkdlybuf4s50 | 0 | 13 |
| a32o | 12 | 12 |
| o2bb2ai | 9 | 9 |
| nor4 | 9 | 9 |
Power is estimated from default activity; no workload was simulated.
