==> ./config.mk <==
export PLATFORM = sky130hd
export DESIGN_NAME = width_combin
export DESIGN_NICKNAME = width_combin
export VERILOG_FILES = /design/flow/design.v
export SDC_FILE = /design/flow/constraint.sdc
export NUM_CORES = 4
export LEC_CHECK = 1
export CORE_AREA = 10 10 92 92
export DIE_AREA = 0 0 102 102
==> ./constraint.sdc <==
current_design width_combin

set clk_period 2.3
set clk_io_pct 0.2

create_clock -name clk0 -period $clk_period [get_ports {clock}]

set non_clock_inputs [all_inputs -no_clocks]
set_input_delay [expr $clk_period * $clk_io_pct] -clock clk0 $non_clock_inputs
set_output_delay [expr $clk_period * $clk_io_pct] -clock clk0 [all_outputs]
==> ./design.v <==
`timescale 1ns/1ps
module width_combin #(
    parameter   DSIZE   = 1,
    parameter   NSIZE   = 8
)(
    input                           clock,
    input                           rst_n,
    input [DSIZE-1:0]               wr_data,
    input                           wr_vld,
    output logic                    wr_ready,
    input                           wr_last,
    input                           wr_align_last,
    output logic[DSIZE*NSIZE-1:0]   rd_data,
    output logic                    rd_vld,
    input                           rd_ready,
    output logic                    rd_last
);
assign wr_ready = rd_ready;
localparam	RSIZE	= 	(NSIZE<16)?  4 :
						(NSIZE<32)?  5 :
      					(NSIZE<64)?  6 :
						(NSIZE<128)? 7 : 8;
reg [RSIZE-1:0]    point;
always@(posedge clock,negedge rst_n)begin
    if(~rst_n)  point   <= {RSIZE{1'b0}};
    else begin
        if(wr_vld && wr_ready)begin
            if(wr_align_last || wr_last)
                    point   <= {RSIZE{1'b0}};
            else begin
                if(point == NSIZE-1)
                        point   <= {RSIZE{1'b0}};
                else    point   <= point + 1'b1;
            end
        end else    point   <= point;
end end
always@(posedge clock,negedge rst_n)begin
    if(~rst_n)  rd_data <= {(DSIZE*NSIZE){1'b0}};
    else begin
        if(wr_vld && wr_ready)
                rd_data[DSIZE*(NSIZE-point)-1-:DSIZE]   <= wr_data;
        else    rd_data[DSIZE*(NSIZE-point)-1-:DSIZE]   <= rd_data[DSIZE*(NSIZE-point)-1-:DSIZE];
    end
end
always@(posedge clock,negedge rst_n)begin
    if(~rst_n)  rd_vld  <= 1'b0;
    else begin
        if(point==(NSIZE-1) && wr_vld && wr_ready )
                rd_vld  <= 1'b1;
        else if(rd_vld && rd_ready)
                rd_vld  <= 1'b0;
        else    rd_vld  <= rd_vld;
    end
end
always@(posedge clock,negedge rst_n)begin
    if(~rst_n)  rd_last     <= 1'b0;
    else begin
        if(point==(NSIZE-1) && wr_vld && wr_ready )
                rd_last <= wr_last;
        else if(rd_vld && rd_ready)
                rd_last <= 1'b0;
        else    rd_last <= rd_last;
    end
end
endmodule
==> ./run.sh <==
#!/bin/bash
# OpenROAD 26Q1-2900-gdf79404cd8, Yosys 0.63+post, stock flow scripts
make -C /OpenROAD-flow-scripts/flow DESIGN_CONFIG=/design/flow/config.mk WORK_HOME=/design/flow/orfs finish
==> metrics.csv <==
metric,value,unit
grt_pass1_vias,1435,
overflow,0,
design_area,0.00217,mm^2
clk_pin_slew_worst_paths,0.06,ns
failing_checks,setup timing,
place_area,0.00206,mm^2
wl,4190,um
tritoncts_clock_tree,built,
floorplanUtilization,23.6,%
hold_path_depth,1,
vdd_ir_drop_max,0.000484,V
postSynth.asyncResetShare,100,%
worst_slew_pin_slew,0.663,ns
cts_buffer_count,3,
register_area,350,um^2
critical_path.endpoint_type,register,
ys_dominant_reg_cell,sky130_fd_sc_hd__dfrtp_1,
buffer_ports.inserted,17,
clock_tree.htree_level_count,1,
floorplan.die.height,102,um
max-clock-path-buffers,2,
fp.dieArea,0.0104,mm^2
synth-edff-count,0,
synth_area,0.00152,mm^2
hold_path.startpoint,rd_data[5],
ys_cells,171,
timing_hold_violations_final,0,
fraction_of_layout_instances_using_a_drive_strength_above_1,32.0,%
clock-skew-final,0.00400,ns
leakage,0.870,nW
critPathArrivalTime,3.43,ns
number_of_standard_cells_after_synthesis,171,
detailed_placer_s_ending_hpwl,3350,um
timing.final.crit_share,144,%
drv.max_cap_violation_count,0,
crit_fanout,5,
timing.hold.worst.class,register to register,
synth-seq-area-share,23.0,%
die.size.x,102,um
ys_area,0.00152,mm^2
logic_area,0.00117,mm^2
crit_buf_inv,1,
grt_max_degree,22,
n_fill_cell,645,
relative_slew_margins,55.8,%
clock_insertion_delay_worst_skew,0.24,ns
syn_warnings,1,
warning_count,30,
synth_flop_count,14,
grt_pass1_wl,7180,um
total_number_of_placement_rows,29,
total_power_consumption_of_the_routed_design,1.07,mW
reg2regPathDepth,12,
core,0.00646,mm^2
cts.sink_count,14,
ctsRootBufferMaster,sky130_fd_sc_hd__clkbuf_8,
drt_pass1_iterations,4,
drt.antenna.violating_nets,0,
grt_usage,8.33,%
f_max,0.303,GHz
io_pins,18,
r2r-start,point[1],
ant_cells,0,
setup_viol_count_final,8,
setup_slack_at_placement,-1.02,ns
synth.distinct_cells,57,
cpLargestDelayFamily,simple AND/OR/NAND/NOR gates,
synth_area_per_cell,8.91,um^2
gp_routability_congestion,0.883,
power-per-cell-area,492,mW/mm^2
crit_path_start_kind,register,
route.vias.total,1472,
rr_endpoint,rd_data[1],
ctsHoldBuffers,0,
status,"finished, violations left",
drcViolationCount,0,
critical_path.cell_chain,inv_4 -> ha_4 -> nor3_2 -> o21ai_1 -> nand2_1 -> a41oi_4 -> ha_1 -> or4b_4 -> a2111oi_4 -> nand3_2 -> nor4_2 -> mux2_1,
critPathSlowestCell,sky130_fd_sc_hd__or4b_4,
route.detailed.vias_per_inst,4.97,
rsz0062_at_grt,yes,
initial_antenna_violation_count,0,
timing.critical_path.slowest_cell_delay,0.55,ns
slew_violations,0,
drt_iter0_drc,120,
timing.setup.critical_path_class,register to register,
timing.critical_path.required,2.43,ns
area_growth,42.7,%
worstHoldEndpoint,rd_data[5],
setup_slack,-1.00,ns
final_period_minus_worst_setup_slack,3.30,ns
worst-r2r-setup-slack,-1.00,ns
avgRoutedWirePerCell,14.2,um
==> cell usage in the layout, fill, tap and decap left out, types with 2 or more instances in the layout <==
cell type / Yosys / final
sky130_fd_sc_hd__a21oi_1: 2 / 2
sky130_fd_sc_hd__a22o_1: 2 / 2
sky130_fd_sc_hd__a31oi_1: 2 / 2
sky130_fd_sc_hd__and2_1: 2 / 2
sky130_fd_sc_hd__buf_4: 3 / 37
sky130_fd_sc_hd__buf_6: 2 / 2
sky130_fd_sc_hd__clkbuf_8: 0 / 4
sky130_fd_sc_hd__clkdlybuf4s50_1: 0 / 17
sky130_fd_sc_hd__dfrtp_1: 14 / 14
sky130_fd_sc_hd__ha_1: 11 / 9
sky130_fd_sc_hd__inv_1: 6 / 5
sky130_fd_sc_hd__inv_2: 2 / 2
sky130_fd_sc_hd__mux2_1: 9 / 9
sky130_fd_sc_hd__mux2i_1: 3 / 3
sky130_fd_sc_hd__nand2_1: 12 / 12
sky130_fd_sc_hd__nand2b_1: 5 / 5
sky130_fd_sc_hd__nand3_1: 8 / 8
sky130_fd_sc_hd__nand3b_1: 4 / 4
sky130_fd_sc_hd__nand4b_1: 2 / 2
sky130_fd_sc_hd__nor2_1: 5 / 4
sky130_fd_sc_hd__nor2b_1: 4 / 4
sky130_fd_sc_hd__nor3_1: 11 / 8
sky130_fd_sc_hd__nor3_2: 0 / 2
sky130_fd_sc_hd__nor4_2: 0 / 4
sky130_fd_sc_hd__nor4b_1: 2 / 2
sky130_fd_sc_hd__o21ai_0: 6 / 5
sky130_fd_sc_hd__o21ai_1: 5 / 6
sky130_fd_sc_hd__o221a_2: 2 / 2
sky130_fd_sc_hd__or2_1: 4 / 4
sky130_fd_sc_hd__xnor2_1: 2 / 2
sky130_fd_sc_hd__xor2_1: 2 / 2
==> per-stage QoR <==
stage          instances  hold slack [ns]  TNS [ns]  util (%)
6_report             296            0.512     -7.31      33.7
3_5_place_dp         289            0.498     -7.25      31.8
5_1_grt              296            0.535     -8.97      33.7
3_3_place_gp         289            0.492     -6.76      31.8
2_1_floorplan        171            0.164     -7.89         -
4_1_cts              296            0.512     -7.20      33.6
==> cell type report <==
cell class | count | share of cell area [%]
multi-input cells | 137 | 53.8
repair buffers | 56 | 21.6
flip-flops and latches | 14 | 16.1
well taps | 77 | 4.43
clock buffers | 4 | 2.53
inverters | 8 | 1.50
==> state kept, by name, indices dropped and copies added (netlist names) <==
signal	cells
point	4
rd_data	8
rd_last	1
rd_vld	1
==> metal layers <==
metal	GRT usage, %	share of wire [%]	up-vias
li1	-	-	743
met2	14.1	50	13
met5	0	0	-
met1	11.8	47	714
met3	0.682	2.5	2
met4	0.759	0.48	0
==> where the power goes <==
part / switching [mW] / internal [mW] / total [mW]
registers: 0.0255 / 0.277 / 0.302
clock network: 0.0890 / 0.152 / 0.241
logic: 0.252 / 0.276 / 0.528
==> worst max-delay path by stage <==
stage	end	slack, ns	from	depth (start not counted)
finish	rd_data[1]	-1.00	point[1]	12
global route	rd_data[1]	-1.23	point[1]	12
CTS	rd_data[1]	-0.99	point[1]	12
==> what timing repair did <==
action | 4_1_cts | 5_1_grt
pin swaps | 5 | 1
endpoints found under the setup margin | 8 | 8
buffers inserted | 3 | 0
endpoints found under the hold margin | 0 | 0
gates resized | 8 | 1
==> cell families (layout without fill, tap and decap cells) <==
logic type	Yosys count	in the layout	synth area share [%]
AND-OR/OR-AND	33	33	18.4
XOR/XNOR	4	4	2.30
adder cells (fa/ha/maj)	11	11	9.03
buffers and inverters	20	68	6.90
flip-flops	14	14	23.0
multiplexers	13	13	10.1
AND/OR/NAND/NOR	76	76	30.3
==> cells in the mapped netlist (2+ instances only) <==
master	instances	share of area [%]
sky130_fd_sc_hd__nor4bb_1	2	1.3
sky130_fd_sc_hd__a31oi_1	2	0.82
sky130_fd_sc_hd__inv_2	2	0.49
sky130_fd_sc_hd__buf_2	3	0.98
sky130_fd_sc_hd__o21ai_1	5	1.6
sky130_fd_sc_hd__a21oi_1	2	0.66
sky130_fd_sc_hd__o221a_2	2	1.5
sky130_fd_sc_hd__a22o_1	2	1.1
sky130_fd_sc_hd__ha_1	11	9.0
sky130_fd_sc_hd__buf_6	2	1.5
sky130_fd_sc_hd__dfrtp_1	14	23
sky130_fd_sc_hd__o21ai_0	6	2.0
sky130_fd_sc_hd__nor2b_1	4	1.6
sky130_fd_sc_hd__nor4b_1	2	1.1
sky130_fd_sc_hd__nand2b_1	5	2.1
sky130_fd_sc_hd__mux2_1	9	6.7
sky130_fd_sc_hd__nand2_1	12	3.0
sky130_fd_sc_hd__or2_1	4	1.6
sky130_fd_sc_hd__and2_1	2	0.82
sky130_fd_sc_hd__inv_1	6	1.5
sky130_fd_sc_hd__nor4_1	4	1.6
sky130_fd_sc_hd__xnor2_1	2	1.1
sky130_fd_sc_hd__nor2_1	5	1.2
sky130_fd_sc_hd__nand3_1	8	2.6
sky130_fd_sc_hd__clkbuf_1	4	0.98
sky130_fd_sc_hd__nand4b_1	2	1.1
sky130_fd_sc_hd__nor3_1	11	3.6
sky130_fd_sc_hd__buf_4	3	1.5
sky130_fd_sc_hd__nand3b_1	4	2.0
sky130_fd_sc_hd__xor2_1	2	1.1
sky130_fd_sc_hd__mux2i_1	3	2.0
Power figures rest on the tool's default switching activity, not on a simulated workload.
